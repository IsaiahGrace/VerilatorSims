==> flow/design.v <==
`timescale 10ns/10ns
module counter (
    input logic clk, nrst,
    output logic [7:0] count
    );
    always_ff @(posedge clk, negedge nrst) begin
        if (!nrst) begin
            count <= 0;
        end  
        else begin
            count <= count + 1;
        end  
    end
endmodule  
==> flow/run.sh <==
#!/bin/bash
# OpenROAD 26Q1-2900-gdf79404cd8, Yosys 0.63+post, stock flow scripts
make -C /OpenROAD-flow-scripts/flow DESIGN_CONFIG=/design/flow/config.mk WORK_HOME=/design/flow/orfs finish
==> flow/config.mk <==
export PLATFORM = sky130hd
export DESIGN_NAME = counter
export DESIGN_NICKNAME = counter
export VERILOG_FILES = /design/flow/design.v
export SDC_FILE = /design/flow/constraint.sdc
export NUM_CORES = 4
export LEC_CHECK = 1
export CORE_AREA = 10 10 70 70
export DIE_AREA = 0 0 80 80
==> flow/constraint.sdc <==
current_design counter

set clk_period 1.6
set clk_io_pct 0.2

create_clock -name clk0 -period $clk_period [get_ports {clk}]

set non_clock_inputs [all_inputs -no_clocks]
set_input_delay [expr $clk_period * $clk_io_pct] -clock clk0 $non_clock_inputs
set_output_delay [expr $clk_period * $clk_io_pct] -clock clk0 [all_outputs]
==> impl_metrics.csv <==
group,metric,value,unit
outcome,run_status,"complete, no violations",
clock_network,post_cts_hold_buffer_count,0,
final_layout,flip_flop_count_of_the_largest_register_all_copies_and_words_added,8,
setup_path,worst-endpoint-required,1280,ps
setup_path,path_buffers,1,
floorplanning,floorplan.io_pins,10,
routing,detail_route.wirelength,729,um
routing,route.detailed.drc,0,
final_layout,layout.cells.non_filler,82,
synthesis,largest_area_cell,"sky130_fd_sc_hd__dfrtp_1",
global_route,first_global_vias,239,
clock_network,clock-sinks,8,
synthesis,yosysTopAreaCellShare,0.632,
final_timing,rsz0062_at_grt,"no",
flow_run,drv.max_cap_violation_count,0,
place,numPlacedInstances,79,
final_layout,syn_to_final_growth,53.8,%
routing,total_antenna_diodes_in_the_routed_design,0,
setup_path,path_delay_family,"buffers and inverters",
place,place_ws,350,ps
final_layout,post-route-cell-area,487,um2
flow_run,warnings,25,
clock_network,cts_max_path_buffers,2,
synthesis,postSynthRegisterBits,8,
final_layout,most_numerous_logic_cells_after_layout,"9 x sky130_fd_sc_hd__clkdlybuf4s50_1, 8 x sky130_fd_sc_hd__dfrtp_1, 3 x sky130_fd_sc_hd__xor2_1, 3 x sky130_fd_sc_hd__xnor2_1, 3 x sky130_fd_sc_hd__clkbuf_4",
synthesis,synth_stat.cells,24,
clock_network,cts_repair_resize_count,0,
final_timing,final-hold-violation-count,0,
synthesis,synth.yosys.seq_area_share,0.632,
clock_network,clock_tree.root_cell,"sky130_fd_sc_hd__clkbuf_4",
floorplanning,die_area,6400,um2
floorplanning,fp_util,0.0927,
pwr,design_power_total,358,uW
clock_network,cts_tree,"yes",
setup_path,cp_slowest_stage_delay,510,ps
synthesis,yosysWarnings,1,
pwr,power_leakage,0.197,nW
global_route,grt_use_total,0.0247,
final_timing,timing.final.crit_share,0.954,
final_timing,relSlewSlack,0.750,
floorplanning,placementRows,21,
setup_path,crit_chain,"clkdlybuf4s50_1",
setup_path,worst_setup_path_end_kind,"primary output",
routing,detailroute.via_count,221,
synthesis,mappedNetlistArea,317,um2
setup_path,timing.critical_path.slowest_stage_cell,"sky130_fd_sc_hd__clkdlybuf4s50_1",
final_layout,layout_top_cell_excl_fill_tap,"sky130_fd_sc_hd__clkdlybuf4s50_1",
routing,drt-vias-per-instance,2.70,
final_timing,timing.final.ws_setup,73.0,ps
final_timing,final_count_of_pins_violating_max_slew,0,
clock_network,cts_setup_buffers,0,
floorplanning,core_region_area,3420,um2
synthesis,synth.avg_cell_area,13.2,um2
final_timing,timing.clock.skew,0.611,ps
final_layout,largestRegisters,"count (8)",
routing,drt.antenna.violating_nets,0,
global_route,grt_pass1_wl,1.17,mm
routing,routed_wire_length_per_instance,8.89,um
setup_path,crit_path_max_fanout,5,
final_timing,period_needed,1530,ps
place,port_buffers,9,
global_route,antenna_found_initial,0,
synthesis,postSynthCellCount,24,
final_layout,finalCoreUtilization,0.142,
final_layout,largest_register,"count",
place,post_dp_cell_area,464,um2
setup_path,cp-start-kind,"flip-flop",
floorplanning,floorplan.die.height,80,um
final_timing,hold_slack,353,ps
final_layout,drive_above_1_share,0.139,
final_timing,max_slew.worst_pin.slew,374,ps
setup_path,criticalPathCategory,"reg2out",
synthesis,yosys_area,317,um2
place,place_hpwl,591,um
routing,detail_route.first_pass.iterations,2,
global_route,leftover_overflow_at_the_end_of_global_routing,0,
clock_network,htree_num_levels,1,
min_path,holdCritPathClass,"in2async",
final_timing,setup-violations-final,0,
setup_path,worst-endpoint-arrival,1210,ps
clock_network,cts.clk_slew.worst_paths,50,ps
floorplanning,die-width,80,um
synthesis,synthDistinctLibCells,11,
final_layout,fillCellCount,396,
place,gp_congestion,0.681,
pwr,pwr_density_cell,736,nW/um2
synthesis,post_synth_main_area_contributors,"sky130_fd_sc_hd__dfrtp_1 63%, sky130_fd_sc_hd__xnor2_1 8.3%, sky130_fd_sc_hd__xor2_1 8.3%",
clock_network,insertion_delay,250,ps
final_timing,fmax,0.655,GHz
routing,drtIter0Drc,12,
final_timing,setup_tns,0,ps
clock_network,cts_buffers,3,
global_route,grt_max_degree,9,
pwr,worst_ir_drop_vdd,334,uV
[power by group]
part,switching (mW),internal [mW],leakage (nW)
clock,0.0642,0.0855,0.0138
combinational,0.00388,0.00216,0.0809
sequential,0,0.203,0.102
[area by class of cell]
class / instances / area, um2 / share of cell area
clock buffers: 3 / 22.5 / 0.0463
well taps: 46 / 57.6 / 0.118
inverters: 1 / 3.75 / 0.00771
multi-input cells: 15 / 113 / 0.231
repair buffers: 9 / 90.1 / 0.185
flip-flops and latches: 8 / 200 / 0.411
[cells by family (layout without fill, tap and decap cells)]
group / count (synthesis) / after routing / synth area share
adder cells (fa/ha/maj): 1 / 1 / 0.0395
AND/OR/NAND/NOR: 8 / 8 / 0.150
XOR/XNOR: 6 / 6 / 0.166
buffers and inverters: 1 / 13 / 0.0118
flip-flops: 8 / 8 / 0.632
[path summary, 6_finish.rpt]
path,start,end,slack (ps),cells past startpoint
setup / recovery,count[3],count[3],70,1
hold / removal,nrst,count[5],350,1
setup reg to reg,count[2],count[7],590,3
hold reg to reg,count[7],count[7],470,1
max in group asynchronous,nrst,count[0],980,1
min in group clk0,count[7],count[7],470,1
[synthesized netlist by cell type, drive strengths merged]
cell type,instances
and3,1
dfrtp,8
ha,1
inv,1
nand2,2
nand3,3
nor2,1
nor3,1
xnor2,3
xor2,3
[routing by layer]
metal  global-route usage  part of all wire  vias to the layer above
li1                     -                 -                      105
met1               0.0358              0.59                      105
met2               0.0241              0.28                       11
met3               0.0250              0.13                        0
met4              0.00176                 0                        0
met5                    0                 0                        -
No activity file was given, so power comes from the tool's default toggle rates.
